<file path="/design/flow/config.mk">
export PLATFORM = sky130hd
export DESIGN_NAME = threeinMUX
export DESIGN_NICKNAME = threeinMUX
export VERILOG_FILES = /design/flow/design.v
export SDC_FILE = /design/flow/constraint.sdc
export NUM_CORES = 4
export LEC_CHECK = 1
export CORE_AREA = 10 10 70 70
export DIE_AREA = 0 0 80 80
</file>
<file path="/design/flow/constraint.sdc">
current_design threeinMUX

set clk_period 1.0
set clk_io_pct 0.2

create_clock -name clk0 -period $clk_period

set non_clock_inputs [all_inputs -no_clocks]
set_input_delay [expr $clk_period * $clk_io_pct] -clock clk0 $non_clock_inputs
set_output_delay [expr $clk_period * $clk_io_pct] -clock clk0 [all_outputs]
</file>
<file path="/design/flow/design.v">
module threeinMUX#(parameter W = 16)
(
 input [W-1:0] in0, in1, in2,
 input [1:0] sel,
 output [W-1:0] out
);
assign out = sel[1]? (sel[0]?in2:in1) : (sel[0]?in0:16'bX);
endmodule 
</file>
<file path="/design/flow/run.sh">
#!/bin/bash
# OpenROAD 26Q1-2900-gdf79404cd8, Yosys 0.63+post, stock flow scripts
make -C /OpenROAD-flow-scripts/flow DESIGN_CONFIG=/design/flow/config.mk WORK_HOME=/design/flow/orfs finish
</file>
==> flow_summary.yaml <==
# yosys + openroad results
status:
  status: "finished, violations left"
  violations: "setup timing"
die:
  fp.dieH_um: 80
  rows: 21
  num_io_pins: 66
  fp-utilization_pct: 10.1
  fp.dieW_um: 80
  coreArea_mm2: 0.00342
  dieArea_mm2: 0.00640
critical_path:
  worstSetupEndpointType: "output port"
  path_cells: "buf_8 > buf_12 > mux2i_1 > a21oi_1 > buf_2"
  path_buffers: 3
  cp_slowest_stage_delay_ns: 0.20
  critPathLaunchType: "primary input"
  setup.worst_path.class: "primary input to output port"
  critPathTopFamily: "buffers and inverters"
  worstPathArrival_ns: 0.82
  cp_max_fo: 8
  required_ns: 0.80
  slowest_stage: "mux2i_1"
final_timing:
  worst_pin_slew_ns: 0.156
  finalCritPeriodShare_pct: 102
  period_needed_ns: 1.02
  slew_headroom_pct: 89.3
  setup_violations: 8
  tns_ns: -0.0763
  max_freq_mhz: 981
  hold_slack_ns: 0.818
  rsz0062_at_grt: "yes"
  setup_ws_ns: -0.0195
  hold_viol_final: 0
  drv_slew: 0
power_and_ir_drop:
  power_switching_mw: 0.118
  seq_power_share_pct: 0
  power.leakage_nw: 0.517
  powerDensity_mw_per_mm2: 353
  ir_worst_vdd_uv: 83.5
  pwr-share-comb_pct: 100.0
  p_int_mw: 0.230
  swShare_pct: 33.9
  power_frac_clock_pct: 0
detailed_routing:
  insertedDiodeCount: 0
  via_per_inst: 3.77
  first_pass_iters: 2
  num_vias: 619
  drt_iter0_drc: 7
  drt_wl_total_mm: 2.41
  drt-wirelength-per-cell_um: 14.7
  remaining_drc_errors: 0
  drtAntennaViolNets: 0
final_layout:
  fin_area_um2: 983
  drive_above_1_share_pct: 20.3
  flops: 0
  fillCellCount: 397
  area_delta_synth_final_pct: 185
  flop_area_um2: 0
  n_clock_buffer: 0
  instances_no_fill: 164
yosys:
  synthCells: 53
  top_area_share_pct: 46.4
  ys_cells: 53
  yosys.stat.seqShare_pct: 0
  syn_area_um2: 345
  area_leaders: "mux2i_1 (46%), a21oi_1 (23%), nor2_1 (17%)"
  yosysUniqueCellTypes: 7
  ys_top_cells_by_count: "a21oi_1 (16), mux2i_1 (16), nor2_1 (16)"
  synth_area_leader_cell: "mux2i_1"
  ys_area_um2: 345
  yosys_warnings: 0
  syn_avg_cell_area_um2: 6.52
placed_design:
  globalplace.congestion: 0.757
  placed_cell_area_mm2: 0.00106
  post-dp-hpwl_mm: 1.83
  portBuffers: 66
  placedCellCount: 162
global_routing:
  grt_pass1_wl_mm: 3.62
  grt_max_degree: 17
  grt_use_total_pct: 6.95
  grt_overflow: 0
  grt_pass1_vias: 657
  grt_antenna_before_repair: 0
flow_run:
  maxCapViolCount: 0
  warnings: 34
min_path:
  hold-path-cell-count: 4
  hold_start: "in0[4]"
  min_path_type: "primary input to output port"
  holdPathEnd: "out[4]"
clock_network:
  post_cts_buffers: 0
  cts_hold_buf: 0
[placed cells by master (no fill, tap or decap)]
master,n
a21oi_1,14
a21oi_2,2
buf_12,2
buf_16,2
buf_2,16
buf_4,1
buf_8,1
dlygate4sd2_1,48
mux2i_1,16
nor2_1,16
[stage by stage]
step | utilization, % | total power [mW] | setup WS (ns)
after floorplan | - | 0.111 | 0.121
after global placement | 31.0 | 0.432 | -0.825
after detailed placement | 31.0 | 0.437 | -0.846
after CTS | 28.8 | 0.358 | -0.0369
after global routing | 28.8 | 0.386 | -0.0957
final | 28.8 | 0.347 | -0.0195
[logic make-up (layout without fill, tap and decap cells)]
group	after synthesis	count (layout)	synth area share (%)
AND/OR/NAND/NOR	16	16	17.4
multiplexers	16	16	46.4
AND-OR/OR-AND	16	16	23.2
buffers and inverters	5	70	13.0
[power by group through the flow]
| stage | clock network (mW) | logic [mW] | registers (mW) |
|---|---|---|---|
| after CTS | 0 | 0.358 | 0 |
| after global routing | 0 | 0.386 | 0 |
| final | 0 | 0.347 | 0 |
[layout make-up]
cell class	count	area [um^2]	area share, %
repair buffers	70	618	62.8
well taps	46	57.6	5.85
multi-input cells	48	308	31.3
[per-layer routing]
layer | vias to the layer above | track usage (%) | share of wire [%]
met5 | - | 0 | 0
met4 | 0 | 0 | 0
met3 | 0 | 1.48 | 6.9
met2 | 26 | 12.8 | 51
li1 | 320 | - | -
met1 | 273 | 8.50 | 42
[worst min-delay path, stage by stage]
cell and delay (ns):
dlygate4sd2_1 0.19, nor2_1 0.03, a21oi_1 0.10, buf_2 0.10
[repair_timing]
action,in CTS,in global routing
gates resized,114,0
endpoints found under the hold margin,0,0
gates cloned,2,0
pin swaps,22,2
setup endpoints to repair,16,16
[how the worst max path moves through the flow]
stage     depth (start not counted)  slack (ns)  startpoint      to
4_1_cts                           5       -0.04      sel[0]  out[6]
6_report                          5       -0.02      sel[0]  out[3]
5_1_grt                           5        -0.1      sel[0]  out[6]
Power and IR drop assume default switching activity.
